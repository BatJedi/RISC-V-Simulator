==> /design/flow/run.sh <==
#!/bin/bash
# OpenROAD 26Q1-2900-gdf79404cd8, Yosys 0.63+post, stock flow scripts
make -C /OpenROAD-flow-scripts/flow DESIGN_CONFIG=/design/flow/config.mk WORK_HOME=/design/flow/orfs finish
==> /design/flow/config.mk <==
export PLATFORM = sky130hd
export DESIGN_NAME = control
export DESIGN_NICKNAME = control
export VERILOG_FILES = /design/flow/design.v
export SDC_FILE = /design/flow/constraint.sdc
export NUM_CORES = 4
export LEC_CHECK = 1
export CORE_AREA = 10 10 70 70
export DIE_AREA = 0 0 80 80
==> /design/flow/constraint.sdc <==
current_design control

set clk_period 2.7
set clk_io_pct 0.2

create_clock -name clk0 -period $clk_period

set non_clock_inputs [all_inputs -no_clocks]
set_input_delay [expr $clk_period * $clk_io_pct] -clock clk0 $non_clock_inputs
set_output_delay [expr $clk_period * $clk_io_pct] -clock clk0 [all_outputs]
==> /design/flow/design.v <==
module control(opcode, funct3, funct7, branch, memRW, ALUop, ALUsrc, regWrite, memToReg, jal, jalr);
input [6:0] opcode, funct7;
input [2:0] funct3;
output branch, memRW, ALUsrc, regWrite, memToReg, jal, jalr;
output reg [3:0] ALUop;
wire rflag, iflag, ldiflag, sflag, ujflag, beq, bne;
assign rflag = (opcode == 7'b0110011)? 1:0;
assign iflag = (opcode == 7'b0010011)? 1:0;
assign ldiflag = (opcode == 7'b0000011 && funct3 == 3'b011)? 1:0;
assign sflag = (opcode == 7'b0100011 && funct3 == 3'b010)? 1:0;
assign jalr = (opcode == 7'b1100111 && funct3 == 3'b000)? 1:0;
assign ujflag = (opcode == 7'b1101111)? 1:0;
assign beq = (branch == 1 && funct3 == 3'b000)? 1:0;
assign bne = (branch == 1 && funct3 == 3'b001)? 1:0;
assign branch = (opcode == 7'b1100011)? 1:0;
assign ALUsrc = ((rflag == 1)||(branch ==1))? 1:0;
assign regWrite = (branch == 0 && sflag == 0)? 1:0;
assign memRW = (ldiflag == 1)? 0:(sflag == 1)? 1:1'bx;
assign memToReg = (ldiflag == 1)? 1:0;
assign jal = ujflag;
always @(*)  
begin
if({opcode, funct3, funct7} == 17'b0110011_000_0000000 || ((opcode == 7'b0010011) && funct3 == 3'b000) || sflag == 1 || ldiflag == 1)
    ALUop <= 4'b0001;
else if(jalr == 1)
    ALUop <= 4'b0001;
else if({opcode, funct3, funct7} == 17'b0110011_000_0100000)
    ALUop <= 4'b0010;
else if(((opcode == 7'b0010011) && funct3 == 3'b001))
    ALUop <= 4'b0101;
else if(((opcode == 7'b0010011) && funct3 == 3'b101 && funct7[6:1] == 6'b000000))
    ALUop <= 4'b0110;
else if(((opcode == 7'b0010011) && funct3 == 3'b101 && funct7[6:1] == 6'b010000))
    ALUop <= 4'b0111;
else if(((opcode == 7'b0010011) && funct3 == 3'b100))
    ALUop <= 4'b0000;
else if({opcode, funct3, funct7} == 17'b0110011_111_0000000 )
    ALUop <= 4'b0011;
else if({opcode, funct3, funct7} == 17'b0110011_110_0000000)
    ALUop <= 4'b0100;
else if(beq == 1)
    ALUop <= 4'b1000;
else if(bne == 1)
    ALUop <= 4'b1001;
end
endmodule
==> flow_summary.toml <==
# synthesis and place-and-route metrics
[setup_path]
max_stage_delay_ns = 0.43
cp_slowest_cell = "clkdlybuf4s50_1"
critical_path.top_delay_family = "buffers and inverters"
crit_buf_inv = 3
start_kind = "input port"
worstSetupPathType = "input port to output pin"
endpoint_kind = "output pin"
crit_fanout = 2
critPathArrivalTime_ns = 2.06
worstSetupPathDepth = 6
critPathRequiredTime_ns = 2.16
crit_chain = "clkdlybuf4s50_1 > nor4bb_2 > buf_4 > nand2_1 > or3_1 > dlygate4sd2_1"

[finish]
area.growth.synth_to_final_pct = 94.71
lay_top_count = "clkdlybuf4s50_1"
largest_reg_flops = 4
regMostFlops = "ALUop"
final_cell_mix = "clkdlybuf4s50_1, buf_4, nor2_1"
reg_top3 = "ALUop (4)"
drive_gt1_frac = 0.2095
fillers = 382

[final_timing]
slew_violations = 0
period_used_share = 0.9625
max_slew.worst_pin.slew_ns = 0.5126
setup_viol = 0
untimed_endpoints = 8
slew_headroom = 0.6551
setup_tns_ns = 0
rsz0062_at_grt = "false"
unclocked_regs = 4
hold_violations = 0
timing.fmax_ghz = 0.3848
fin_hold_ws_ns = 1.576
fin_crit_ns = 2.599

[grt]
overflow = 0
grt_pass1_vias = 643
track_usage = 0.05134
grt_pass1_wl_um = 2842
antenna_found_initial = 0
grt_max_degree = 11

[synthesis]
edf_count = 0
ys_sh_adder = 0
ys_sh_simple = 0.5688
avgSynthCellArea_um2 = 6.955
aoi_share = 0.2116
synthXorXnorAreaFrac = 0.01852
async_flop_share = 0
ys_types = 35
synth.logic.top_family = "simple AND/OR/NAND/NOR gates"
top_area_cell = "dlxtn_1"
mux_share = 0
synth-main-ff-cell = "dlxtn_1"
netlist_instances = 68
yosys_cells = 68
yosys_area_um2 = 473.0
synthTopCellsByArea = "dlxtn_1, nor2_1, nand2b_1"
ys.warnings.count = 1
ys_ff = 4
synth.top_cell.area_share = 0.1270
syn_area_um2 = 473.0

[route]
drt-initial-drc-count = 36
first_pass_iters = 4
routed_wl_um = 1691
post_drt_via_cell_ratio = 4.113
drc_errors = 0
diodes = 0
ant_nets = 0
wire_per_inst_um = 11.20
num_vias = 621

[floorplanning]
num_io_pins = 28
die_w_um = 80
num_rows = 21
die_area_um2 = 6400
core_um2 = 3416
die_h_um = 80
fp_util = 0.1385

[min_path]
whs_path_depth = 5
hold_class = "input port to output pin"

[power]
ir_worst_vdd_v = 0.00005301
total_leakage_power_nw = 0.3815
p_total_mw = 0.07568
power_density_nw_per_um2 = 82.18

[place]
gp_congestion = 0.8060
hpwl_um = 1431
io_buffers = 28

[run]
cap_violations = 0
warning_count = 32

[run_status]
outcome = "completed"
[tightest hold or removal path: cells and delay by family]
kind,cells,cell delay (ns)
buf+inv,2,0.25
simple gates,3,0.24
[path summary, 6_finish.rpt]
kind | end | slack, ns | from
min | jalr | 1.58 | opcode[0]
max | regWrite | 0.10 | opcode[3]
[power by group]
group / total, mW / switching, mW / internal, mW
combinational: 0.0752 / 0.0306 / 0.0446
sequential: 0.000491 / 0.0000305 / 0.000460
clock: 0 / 0 / 0
total: 0.0757 / 0.0306 / 0.0451
[final cells by class]
| cell class | count | area, um^2 | share of cell area |
|---|---|---|---|
| sequential | 4 | 60.06 | 0.06522 |
| timing repair buffer | 42 | 394.1 | 0.4280 |
| inverter | 3 | 11.26 | 0.01223 |
| multi-input combinational | 56 | 397.9 | 0.4321 |
| tap | 46 | 57.56 | 0.06250 |
[stage by stage]
step	area (um^2)	utilization	instances	worst slack, ns
global placement	877.1	0.2568	149	-0.1088
global route	920.9	0.2696	151	0.01033
detailed placement	877.1	0.2568	149	-0.1374
finish	920.9	0.2696	151	0.1013
CTS	889.6	0.2604	150	0.004315
floorplan	473.0	-	68	0.8159
[cells in the mapped netlist (2+ instances only)]
| master | n |
|---|---|
| a21oi_1 | 3 |
| clkbuf_1 | 3 |
| dlxtn_1 | 4 |
| inv_1 | 3 |
| nand2_1 | 5 |
| nand2b_1 | 4 |
| nand3_1 | 2 |
| nand3b_1 | 3 |
| nor2_1 | 7 |
| nor2b_1 | 3 |
| nor3_1 | 4 |
| nor4b_1 | 2 |
| nor4bb_1 | 2 |
| or3_1 | 2 |
[layer usage]
metal	up-vias	global-route usage	wire length (um)
met5	-	0	0
met4	0	0	0
met3	0	0.01364	106
met2	21	0.08026	686
met1	273	0.07285	897
li1	327	-	-
[cell families (layout without fill, tap and decap cells)]
logic type | after synthesis | after routing
latches | 4 | 4
XOR/XNOR | 1 | 1
AND-OR/OR-AND | 12 | 12
buffers and inverters | 8 | 45
AND/OR/NAND/NOR | 43 | 43
[what timing repair did]
item,in CTS,in global routing
hold buffers,0,0
buffers inserted,1,1
endpoints found under the hold margin,0,0
resized,6,7
pin swaps,2,2
endpoints found under the setup margin,5,3
